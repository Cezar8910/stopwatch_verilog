**run.sh**
```bash
#!/bin/bash
# OpenROAD 26Q1-2900-gdf79404cd8, Yosys 0.63+post, stock flow scripts
make -C /OpenROAD-flow-scripts/flow DESIGN_CONFIG=/design/flow/config.mk WORK_HOME=/design/flow/orfs finish
```
**config.mk**
```make
export PLATFORM = sky130hd
export DESIGN_NAME = cronometro
export DESIGN_NICKNAME = cronometro
export VERILOG_FILES = /design/flow/design.v
export SDC_FILE = /design/flow/constraint.sdc
export NUM_CORES = 4
export LEC_CHECK = 1
export CORE_UTILIZATION = 40
```
**constraint.sdc**
```tcl
current_design cronometro

set clk_period 1.6
set clk_io_pct 0.2

create_clock -name clk0 -period $clk_period [get_ports {clock}]

set non_clock_inputs [all_inputs -no_clocks]
set_input_delay [expr $clk_period * $clk_io_pct] -clock clk0 $non_clock_inputs
set_output_delay [expr $clk_period * $clk_io_pct] -clock clk0 [all_outputs]
```
**design.v**
```verilog
module contador_inicial (
    input clock, reset, contar, pausar, parar,
    output reg[3:0] num_saida_display, num_saida_contador 
);
    reg[2:0] estado_atual;
    reg[3:0] num_conta;
    integer count;
    parameter RESET = 3'd0, CONTAR = 3'd1, PAUSAR = 3'd2, PARAR = 3'd3, delay_ms = 5000000;
    initial begin
        estado_atual <= RESET;  
    end
    always@(posedge clock or posedge reset) begin
        if(reset)begin
            estado_atual <= RESET;
        end
        else begin
            case (estado_atual)
                RESET: begin
                    if(pausar) estado_atual <= PAUSAR;
                    else if(contar) estado_atual <= CONTAR;
                end
                PARAR: begin
                    if(reset) estado_atual <= RESET;
                    else if(contar) estado_atual <= CONTAR;
                end
                PAUSAR: begin
                    if(reset) estado_atual <= RESET;
                    else if(contar) estado_atual <= CONTAR;
                    else if(parar) estado_atual <= PARAR;
                end
                CONTAR: begin
                    if(reset) estado_atual <= RESET;
                    else if(parar) estado_atual <= PARAR;
                    else if(pausar) estado_atual <= PAUSAR;
                end
            endcase
        end
	end
    always @(posedge clock) begin
        case (estado_atual)
            RESET: begin
                num_conta = 4'd0;
                num_saida_display <= 4'd0;
                num_saida_contador <= 4'd0;
                count = 0;
            end
            PARAR: begin
                num_saida_display <= num_conta;
                num_saida_contador <= num_conta;
            end
            PAUSAR: begin
                count = count + 1;
                if (count > delay_ms) begin
                    count <= 0;
                    num_conta = num_conta + 1;
                end
                if (num_conta == 4'd10) begin
                    num_conta = 4'd0;
                end
                num_saida_contador <= num_conta;
            end
            CONTAR: begin
                count = count + 1;
                if (count > delay_ms) begin
                    count <= 0;
                    num_conta = num_conta + 1;
                end
                if (num_conta == 4'd10) begin
                    num_conta = 4'd0;
                end
                num_saida_display = num_conta;
                num_saida_contador = num_conta;
            end
        endcase
    end
endmodule
module contador_segundos (
    input clock, reset, contar, pausar, parar,
    input wire[3:0] num_contador_anterior,
    output reg[3:0] num_saida_display, num_saida_contador
);
    reg[3:0] num_contador_anterior_aux;
    reg[2:0] estado_atual;
    reg[3:0] num_conta;
    parameter RESET = 3'd0, CONTAR = 3'd1, PAUSAR = 3'd2, PARAR = 3'd3;
    initial begin
        estado_atual <= RESET;
    end
    always@(posedge clock or posedge reset) begin
        if(reset)begin
            estado_atual <= RESET;
        end
        else begin
            case (estado_atual)
                RESET: begin
                    if(pausar) estado_atual <= PAUSAR;
                    else if(contar) estado_atual <= CONTAR;
                end
                PARAR: begin
                    if(reset) estado_atual <= RESET;
                    else if(contar) estado_atual <= CONTAR;
                end
                PAUSAR: begin
                    if(reset) estado_atual <= RESET;
                    else if(contar) estado_atual <= CONTAR;
                    else if(parar) estado_atual <= PARAR;
                end
                CONTAR: begin
                    if(reset) estado_atual <= RESET;
                    else if(parar) estado_atual <= PARAR;
                    else if(pausar) estado_atual <= PAUSAR;
                end
            endcase
        end
	end
    always @(posedge clock) begin
        case (estado_atual)
            RESET: begin
                num_conta = 4'd0;
                num_saida_display<= 4'd0;
                num_saida_contador <= 4'd0;
            end
            PARAR: begin
                num_saida_display <= num_conta;
                num_saida_contador <= num_conta;
            end
            PAUSAR: begin
                if ((num_contador_anterior == 4'd0) && (num_contador_anterior_aux == 4'd9)) begin
                    num_conta = num_conta + 1;
                end
                if (num_conta == 4'd10) begin
                    num_conta = 4'd0;
                end
                num_saida_contador <= num_conta;
            end
            CONTAR: begin
                if ((num_contador_anterior == 4'd0) && (num_contador_anterior_aux == 4'd9)) begin
                    num_conta = num_conta + 1;
                end
                if (num_conta == 4'd10) begin
                    num_conta = 4'd0;
                end
                num_saida_display = num_conta;
                num_saida_contador <= num_conta;
            end
        endcase
        num_contador_anterior_aux = num_contador_anterior;
    end
endmodule
module cronometro (
    input clock, resetI, contarI, pausarI, pararI,
    output reg[6:0] display_mss, display_uss, display_dss, display_css
);
    wire resetC, contarC, pausarC, pararC;
    wire [3:0] num_saida_ms_display, num_saida_us_display, num_saida_ds_display, num_saida_cs_display;
    wire [3:0] num_saida_ms_contador, num_saida_us_contador, num_saida_ds_contador, num_saida_cs_contador;
    wire [6:0] display_ms, display_us, display_ds, display_cs;
    receber_input entradas(
        .clock(clock),
        .resetI(resetI),
        .contarI(contarI),
        .pausarI(pausarI),
        .pararI(pararI),
		  .num_ms(num_saida_ms_contador),
		  .num_us(num_saida_us_contador),
		  .num_ds(num_saida_ds_contador),
		  .num_cs(num_saida_cs_contador),
        .resetC(resetC),
        .contarC(contarC),
        .pausarC(pausarC),
        .pararC(pararC)
    );
    contador_inicial contador_ms(
        .clock(clock),
        .reset(resetC),
        .contar(contarC),
        .pausar(pausarC),
        .parar(pararC),
        .num_saida_display(num_saida_ms_display),
        .num_saida_contador(num_saida_ms_contador)
    );
    contador_segundos contador_us(
        .clock(clock),
        .reset(resetC),
        .contar(contarC),
        .pausar(pausarC),
        .parar(pararC),
        .num_contador_anterior (num_saida_ms_contador),
        .num_saida_display(num_saida_us_display),
        .num_saida_contador(num_saida_us_contador)
    );
    contador_segundos contador_ds(
        .clock(clock),
        .reset(resetC),
        .contar(contarC),
        .pausar(pausarC),
        .parar(pararC),
        .num_contador_anterior (num_saida_us_contador),
        .num_saida_display(num_saida_ds_display),
        .num_saida_contador(num_saida_ds_contador)
    );
    contador_segundos contador_cs(
        .clock(clock),
        .reset(resetC),
        .contar(contarC),
        .pausar(pausarC),
        .parar(pararC),
        .num_contador_anterior (num_saida_ds_contador),
        .num_saida_display(num_saida_cs_display),
        .num_saida_contador(num_saida_cs_contador)
    );
    display display0(
        .digito (num_saida_ms_display),
        .segmentos (display_ms)
    );
    display display1(
        .digito (num_saida_us_display),
        .segmentos (display_us)
    );
    display display2(
        .digito (num_saida_ds_display),
        .segmentos (display_ds)
    );
    display display3(
        .digito (num_saida_cs_display),
        .segmentos (display_cs)
    );
    always @(posedge clock) begin
        display_mss <= display_ms;
        display_uss <= display_us;
        display_dss <= display_ds;
        display_css <= display_cs;
    end
endmodule
module display(
    input [3:0] digito,  
    output reg [6:0] segmentos  
);
always @(*) begin
 case(digito)
    4'b0000: segmentos = 7'b1000000;  
    4'b0001: segmentos = 7'b1111001;  
    4'b0010: segmentos = 7'b0100100;  
    4'b0011: segmentos = 7'b0110000;  
    4'b0100: segmentos = 7'b0011001;  
    4'b0101: segmentos = 7'b0010010;  
    4'b0110: segmentos = 7'b0000010;  
    4'b0111: segmentos = 7'b1111000;  
    4'b1000: segmentos = 7'b0000000;  
    4'b1001: segmentos = 7'b0010000;  
    default: segmentos = 7'b1000000;  
endcase
end
endmodule
module receber_input(
    input clock, resetI, contarI, pausarI, pararI,
	 input wire[3:0] num_ms, num_us, num_ds, num_cs,
    output reg resetC, contarC, pausarC, pararC
);
    reg resetA, contarA, pausarA, pararA;
    reg apertou;
    initial begin
        apertou <= 1;
        resetA <= 0;
        contarA <= 0;
        pausarA <= 0;
        pararA <= 0;
    end
    always @(posedge clock) begin
        if (~resetI && contarI && pausarI && pararI && apertou) begin
            resetA <= 1;
            apertou <= 0;
        end else if (~contarI && resetI && pausarI && pararI && apertou) begin
            contarA <= 1;
            apertou <= 0;
        end else if (~pausarI && resetI && contarI && pararI && apertou) begin
            pausarA <= 1;
            apertou <= 0;
        end else if (~pararI && resetI && contarI && pausarI && apertou) begin
            pararA <= 1;
            apertou <= 0;
        end else if(num_ms == 4'd9 && num_us == 4'd9 && num_ds == 4'd9 && num_cs == 4'd9) begin
				resetC <= 1;
            contarC <= 0;
            pausarC <= 0;
            pararC <= 0;
		  end else apertou <= 1;
        if (resetI && resetA) begin
            resetC <= 1;
            contarC <= 0;
            pausarC <= 0;
            pararC <= 0;
            resetA <= 0;
        end else if (contarI && contarA) begin
            resetC <= 0;
            contarC <= 1;
            pausarC <= 0;
            pararC <= 0;
            contarA <= 0;
        end else if (pausarI && pausarA) begin
            resetC <= 0;
            contarC <= 0;
            pausarC <= 1;
            pararC <= 0;
            pausarA <= 0;
        end else if (pararI && pararA) begin
            resetC <= 0;
            contarC <= 0;
            pausarC <= 0;
            pararC <= 1;
            pararA <= 0;
        end
        end
endmodule
```
==> reports/qor.yml <==
outcome: "finished, violations left"
violations: "negative setup slack"
synth.distinct_cells: 81
slew_headroom_pct: 69.5
hold_slack_ns: 0.187
core_region_area_mm2: 0.0196
combPwrFrac_pct: 50.0
edf_count: 80
drive_above_1_share_pct: 38.1
htree_levels: 4
synth.area.top_cells: "edfxtp_1 30%, dfxtp_1 12%, nor2_1 5.9%"
rsz0062_at_grt: "true"
maxCapViolCount: 0
syn_to_final_growth_pct: 46.0
grtUsageMet2_pct: 27.6
finalPower_mw: 21.3
dr.first_iter.drc_count: 380
skew_ns: 0.00879
ys.flops: 141
synth_top_flop_cell: "edfxtp_1"
finalMaxSlewViolations: 0
top_area_cell: "edfxtp_1"
finalSetupViolCount: 83
ys_seq_share_pct: 45.8
switching_share_pct: 37.5
startpoint_type: "register"
grt_start_max_net_pins: 33
required_ns: 1.78
flop_area_mm2: 0.00369
fmax_ghz: 0.338
nFillCells: 1531
met1_usage_pct: 32.2
wl_per_cell_um: 13.5
hold_viol_final: 0
wirelength_um: 18700
lay_top_cells: "217 x buf_4, 96 x nor2_1, 80 x edfxtp_1, 72 x nand2_1, 47 x dfxtp_1"
fp.dieH_um: 144
warning_count: 44
yosys_area_mm2: 0.00804
ir_drop_mv: 1.02
cts.sink_count: 141
netlist_logic_family_top: "simple AND/OR/NAND/NOR gates"
antenna_found_initial: 0
portBuffers: 32
power.density_mw_per_mm2: 1820
cts_buffers: 17
via_count: 7130
syn_avg_cell_area_um2: 9.22
hpwl_um: 12300
fp_util_pct: 41.0
ys_sh_xor_pct: 6.10
worstSkewPairLatency_ns: 0.42
synth_simple_gate_area_share_pct: 22.8
startpoint: "contador_ms.count[5]"
synthAdderAreaFrac_pct: 3.89
power_leakage_nw: 4.79
first_pass_iters: 5
r2r_cells: 12
period_used_pct: 185
fp-row-count: 51
p_sw_mw: 8.00
grt_pass1_wl_um: 31200
grt-busiest-layer: "met1"
grt_usage_pct: 19.4
async_reset_ff_share_pct: 8.51
postLayoutCellArea_mm2: 0.0117
yosysTopAreaCellShare_pct: 29.9
chipArea_mm2: 0.0207
mux_area_share_pct: 1.40
antennaDiodeCount: 0
clk_pin_slew_ns: 0.06
worstMarginPinSlew_ns: 0.458
ctsHoldBuffers: 0
worst_slack_ns: -1.36
drc: 0
grt_overflow_total: 0
yosysCellCount: 872
intPower_mw: 13.3
logic_area_mm2: 0.00467
clock_path_buffers: 2
clk_root_buffer_cell: "clkbuf_16"
hp-class: "reg -> async"
grt_pass1_vias: 6576
reg2reg_from: "contador_ms.count[5]"
path_class: "reg -> reg"
p_clk_share_pct: 18.1
die_w_um: 144
io_pins: 33
critPathMaxFanout: 4
ant_nets: 0
ys_warn_count: 5
cts_tree: "done"
endpoint_kind: "register"
syn-instance-count: 872
met3_usage_pct: 4.82
tns_ns: -66.81
post-route-min-period_ns: 2.96
cp.arrival_ns: 3.13
seq_power_share_pct: 31.8
place_area_mm2: 0.0100
place_congestion: 0.912
aoi_share_pct: 14.9
vias_per_cell: 5.15
syn_area_mm2: 0.00804
lay_top_count: "buf_4"
[kinds of logic after synthesis]
| family | count (synthesis) |
|---|---|
| and+or+nand+nor | 358 |
| AOI/OAI and AO/OA | 184 |
| DFF | 141 |
| buffers and inverters | 97 |
| xor gates and xnor gates | 56 |
| adders and majority gates | 25 |
| muxes | 11 |
[worst paths after layout]
check                                                           endpoint  slack (ns)
worst max-delay path                   contador_ms.num_saida_contador[0]       -1.36
worst min-delay path                         contador_us.estado_atual[1]        0.19
worst max register to register         contador_ms.num_saida_contador[0]       -1.36
worst min register to register               contador_us.estado_atual[1]        0.19
max in group asynchronous                    contador_ds.estado_atual[0]        0.89
min in group clk0               contador_cs.num_contador_anterior_aux[2]        0.39
[cells in the mapped netlist (all sizes together), types with 4 or more instances]
cell / instances
a2111oi: 6
a211oi: 4
a21o: 5
a21oi: 57
a22o: 4
a22oi: 8
a31oi: 7
and2: 9
and3: 10
and4: 4
and4b: 5
buf: 13
clkbuf: 50
dfrtp: 12
dfxtp: 49
edfxtp: 80
ha: 25
inv: 34
mux2i: 9
nand2: 82
nand2b: 21
nand3: 25
nand4: 12
nor2: 126
nor2b: 8
nor3: 15
nor3b: 7
nor4: 16
o211ai: 8
o21ai: 37
o22ai: 10
o31ai: 6
or2: 5
xnor2: 30
xor2: 26
[registers in the layout, indices dropped and copies added, names as in the netlist, 4 cells and up]
register and cells:
contador_ms.count 32, display_css 7, display_dss 7, display_mss 7, display_uss 7, contador_cs.num_conta 4, contador_cs.num_contador_anterior_aux 4, contador_cs.num_saida_contador 4
contador_cs.num_saida_display 4, contador_ds.num_conta 4, contador_ds.num_contador_anterior_aux 4, contador_ds.num_saida_contador 4, contador_ds.num_saida_display 4, contador_ms.num_conta 4, contador_ms.num_saida_contador 4, contador_ms.num_saida_display 4
contador_us.num_conta 4, contador_us.num_contador_anterior_aux 4, contador_us.num_saida_contador 4, contador_us.num_saida_display 4
[power groups by stage]
| stage | Combinational (mW) | Clock, mW | Sequential [mW] |
|---|---|---|---|
| CTS | 9.84 | 3.95 | 6.76 |
| global route | 11.8 | 4.12 | 6.99 |
| finish | 10.7 | 3.87 | 6.79 |
[final cells by class]
| class | instances | area share, % |
|---|---|---|
| Clock buffer | 17 | 3.63 |
| Clock inverter | 15 | 1.28 |
| Inverter | 34 | 1.09 |
| Multi-Input combinational cell | 634 | 39.9 |
| Sequential cell | 141 | 31.4 |
| Tap cell | 265 | 2.83 |
| Timing Repair Buffer | 278 | 19.9 |
[per-stage QoR]
stage	utilization, %	instances	setup slack [ns]
final	59.9	1384	-1.36
after floorplan	-	872	-1.31
after detailed placement	51.2	1303	-1.55
after global routing	59.9	1384	-1.53
after CTS	57.5	1368	-1.40
after global placement	51.2	1303	-1.46
[layer usage]
layer / vias up / part of all wire [%]
li1: 3582 / -
met3: 9 / 5.4
met5: - / 0
met4: 0 / 0.75
met1: 3361 / 50
met2: 178 / 43
[worst max-delay path: stages (launching register included)]
cell and delay [ns]:
edfxtp_1 0.40, nand3_1 0.23, or4_4 0.58, buf_4 0.16, nor3_4 0.14, nor4_2 0.06, nand4_1 0.15, o211ai_4 0.11
buf_4 0.15, buf_6 0.12, a211oi_4 0.33, a21oi_2 0.11, and3b_1 0.17
[what timing repair did]
item	CTS	global route
setup buffers	37	22
endpoints found under the setup margin	83	91
gates cloned	1	0
gates resized	103	83
pin swaps	52	46
